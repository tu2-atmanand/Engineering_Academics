==> design/flow/design.v <==
module half_adder(input a, b, output s0, c0);
  assign s0 = a ^ b;
  assign c0 = a & b;
endmodule
module full_adder(input a, b, cin, output s0, c0);
  assign s0 = a ^ b ^ cin;
  assign c0 = (a & b) | (b & cin) | (a & cin);
endmodule
module wallace_tree_multiplier(input [3:0] A, B, output [7:0] z);
  reg signed p[8][4];
  wire [17:0] c;  
  wire [10:0] s;  
  genvar g;
  reg signed [7:0]M;
  assign {M[7:4],M[3:0]} = {{4{A[3]}},A};  
  generate
    for(g = 0; g<4; g++) begin
      and a0(p[g][0], M[g], B[0]);
      and a1(p[g][1], M[g], B[1]);
      and a2(p[g][2], M[g], B[2]);
      and a3(p[g][3], M[g], B[3]);
    end
  endgenerate
  generate
    for(g = 0; g<4; g++) and a4i(p[4][g], M[4], B[g]);
    for(g = 0; g<3; g++) and a5i(p[5][g], M[5], B[g]);
    for(g = 0; g<2; g++) and a6i(p[6][g], M[6], B[g]);
  endgenerate
  and a70(p[7][0], M[7], B[0]);
  assign z[0] = p[0][0];
  half_adder h0(p[0][2], p[1][1], s[0], c[0]);
  generate
    for(g = 0; g<5; g++) full_adder fg0(p[g][3], p[g+1][2], p[g+2][1], s[g+1], c[g+1]);
  endgenerate
  half_adder h1(s[1], p[3][0], s[6], c[6]);
  generate
    for(g = 0; g<4; g++) full_adder fg1(s[g+2], p[g+4][0], c[g+1], s[g+7], c[g+7]);
  endgenerate
  half_adder h2(p[0][1], p[1][0], z[1], c[11]);
  full_adder f9(s[0], p[2][0], c[11], z[2], c[12]);
  full_adder f10(s[6], c[0], c[12], z[3], c[13]);
  generate
    for(g = 0; g<4; g++) full_adder fg2(s[g+7], c[g+6], c[g+13], z[g+4], c[g+14]);
  endgenerate
endmodule
==> design/flow/run.sh <==
#!/bin/bash
# OpenROAD 26Q1-2900-gdf79404cd8, Yosys 0.63+post, stock flow scripts
make -C /OpenROAD-flow-scripts/flow DESIGN_CONFIG=/design/flow/config.mk WORK_HOME=/design/flow/orfs finish
==> design/flow/config.mk <==
export PLATFORM = sky130hd
export DESIGN_NAME = wallace_tree_multiplier
export DESIGN_NICKNAME = wallace_tree_multiplier
export VERILOG_FILES = /design/flow/design.v
export SDC_FILE = /design/flow/constraint.sdc
export NUM_CORES = 4
export LEC_CHECK = 1
export CORE_AREA = 10 10 70 70
export DIE_AREA = 0 0 80 80
==> design/flow/constraint.sdc <==
current_design wallace_tree_multiplier

set clk_period 4.9
set clk_io_pct 0.2

create_clock -name clk0 -period $clk_period

set non_clock_inputs [all_inputs -no_clocks]
set_input_delay [expr $clk_period * $clk_io_pct] -clock clk0 $non_clock_inputs
set_output_delay [expr $clk_period * $clk_io_pct] -clock clk0 [all_outputs]
==> qor.csv <==
metric,value,unit
status,"finished, final reports clean",
vias,373,
ys_sh_simple,0.158,
worstHoldStart,A[0],
switching_share,0.381,
initCoreUtil,0.148,
grt_pass1_vias,449,
final_max_slew_viol_count,0,
critical-path-max-stage-delay,0.50,ns
overflow,0,
yosysWarnings,3,
crit_start,A[1],
critical_path_required,3.92,ns
die_area,6400,µm²
period_needed,4.76,ns
p_int,0.0000657,W
syn_area,505,µm²
core-area,3420,µm²
grt_util_met2,0.0666,
syn_to_final_growth,49.8,%
cp-start-kind,primary input,
cap_violations,0,
synth_area_leader_cell,fa_1,
ff_latch_area,0,µm²
cpMostUsedCell,fa_2,
arrival,3.78,ns
seq_cells,0,
avgSynthCellArea,9.03,µm²
hold-worst-slack,2.62,ns
endpoint_kind,output port,
ir_drop,0.0292,mV
synthCells,56,
cp_max_fo,2,
grt_pass1_wl,1860,µm
adder_share,0.574,
worst-setup-path-type,primary input to output port,
ys_seq_frac,0,
dpl_cell_area,723,µm²
drtPass1Iterations,3,
grt_use_total,0.0344,
warnings,33,
crit_chain,"clkdlybuf4s15_2, nand2_1, fa_1, inv_1, ha_4, fa_2, inv_2, fa_2, inv_2, fa_2, fa_2, xnor2_2, xnor2_1, buf_2",
pwr_density_cell,140,nW/µm²
drt_iter0_drc,4,
finalHoldViolCount,0,
ys_top_cells_by_area,"fa_1 (48%), buf_4 (12%), and2_1 (9.9%), ha_1 (9.9%), inv_1 (9.7%)",
fp.dieH,80,µm
seqPwrFrac,0,
ys_top_logic_family,adder cells,
grtUsageMet1,0.0413,
drive_gt1_frac,0.403,
final.fill_count,388,
antenna_found_initial,0,
muxShareOfSynthArea,0,
p_clk_frac,0,
synth_cell_type_count,8,
setup_viol,0,
switchingPower,0.0000405,W
final_util,0.222,
p_comb_frac,1.000,
clock.fmax,210,MHz
nClkBuffers,0,
rsz0062_at_grt,false,
post_drt_wl_per_cell,8.43,µm
die_w,80,µm
place_inst,118,
xor_area_frac,0.0520,
p_leak,0.364,nW
grt_max_degree,5,
hp-class,primary input to output port,
gp_congestion,0.863,
ios,16,
num_antenna_cells,0,
num_rows,21,
stdcell_count,118,
met3_usage,0.00455,
min_period_over_period,0.971,
wirelength,995,µm
worst_pin_slew,0.173,ns
critPathSlowestCell,fa_1,
ys_sh_aoi,0,
route.detailed.drc,0,
detailed_place_hpwl,922,µm
viasPerCell,3.16,
top_usage_layer,met2,
slew-limit-headroom,0.884,
port_buffers,16,
stdcell_area,757,µm²
yosys_area,505,µm²
ant_nets,0,
top_area_frac,0.475,
ys_cells,56,
[repair_timing]
item / in CTS / in global routing
gates resized: 37 / 5
endpoints found under the setup margin: 4 / 2
hold buffers: 0 / 0
gates cloned: 0 / 0
buffers inserted: 0 / 0
pin swaps: 10 / 5
[cell families (layout without fill, tap and decap cells)]
logic type,Yosys count,count (layout)
simple gates,16,16
buf+inv,21,37
fa+ha+maj,16,16
xor+xnor,3,3
[cells in the mapped netlist, drive strengths merged]
| cell type | instances |
|---|---|
| and2 | 8 |
| ha | 4 |
| xnor2 | 2 |
| nand2 | 8 |
| buf | 8 |
| inv | 13 |
| xor2 | 1 |
| fa | 12 |
[worst max-delay path: cells and delay by family]
family                     cells  cell delay, ns
buffers and inverters          5            0.47
and+or+nand+nor                1            0.08
adders and majority gates      6            1.98
xor gates and xnor gates       2            0.27
[metal layers]
layer	vias to the layer above	wire, µm
li1	182	-
met1	185	429
met2	6	527
met3	0	37
met4	0	0
met5	-	0
[final timing paths]
kind  slack, ns  cells after the start    to
max        0.14                     14  z[7]
min        2.62                      3  z[0]
[layout by cell type, fill, tap and decap left out]
cell type        instances
fa_1                     7
ha_2                     1
buf_6                    2
fa_2                     5
nand2_2                  1
xor2_1                   1
and2_1                   7
clkbuf_2                 2
xnor2_2                  1
clkdlybuf4s50_1          6
ha_1                     1
inv_1                   10
xnor2_1                  1
nand2_1                  7
and2_4                   1
clkdlybuf4s15_2          2
buf_4                    6
ha_4                     2
dlygate4sd2_1            3
buf_2                    3
inv_2                    3
[power by group through the flow]
| stage | logic, W | clock network [W] | registers [W] |
|---|---|---|---|
| CTS | 0.000111 | 0 | 0 |
| global route | 0.000124 | 0 | 0 |
| finish | 0.000106 | 0 | 0 |
[cell type report]
cell class,instances,area (µm²),share of cell area
multi-input combinational,35,449,0.593
timing repair buffer,24,201,0.266
inverter,13,48.8,0.0645
tap,46,57.6,0.0760
[stage by stage]
stage / setup slack (ns) / power, W / TNS [ns]
after detailed placement: -0.879 / 0.000109 / -1.81
after floorplan: 0.208 / 0.0000717 / 0
after global placement: -0.836 / 0.000109 / -1.65
after CTS: 0.0371 / 0.000111 / 0
final: 0.140 / 0.000106 / 0
after global routing: 0.000492 / 0.000124 / 0
Power is estimated from default activity; no workload was simulated.
