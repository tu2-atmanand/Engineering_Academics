`flow/run.sh`:
```
#!/bin/bash
# OpenROAD 26Q1-2900-gdf79404cd8, Yosys 0.63+post, stock flow scripts
make -C /OpenROAD-flow-scripts/flow DESIGN_CONFIG=/design/flow/config.mk WORK_HOME=/design/flow/orfs finish
```
`flow/config.mk`:
```
export PLATFORM = sky130hd
export DESIGN_NAME = TwoMHz
export DESIGN_NICKNAME = TwoMHz
export VERILOG_FILES = /design/flow/design.v
export SDC_FILE = /design/flow/constraint.sdc
export NUM_CORES = 4
export LEC_CHECK = 1
export CORE_UTILIZATION = 40
```
`flow/constraint.sdc`:
```
current_design TwoMHz

set clk_period 3.9
set clk_io_pct 0.2

create_clock -name clk0 -period $clk_period [get_ports {clk}]

set non_clock_inputs [all_inputs -no_clocks]
set_input_delay [expr $clk_period * $clk_io_pct] -clock clk0 $non_clock_inputs
set_output_delay [expr $clk_period * $clk_io_pct] -clock clk0 [all_outputs]
```
`flow/design.v`:
```
module TwoMHz(count,clk,rst_n,clk_out,data);
	output reg [19:0]data;
	output reg [19:0]count;
	input clk,rst_n;
	output reg clk_out;
	always @(posedge clk or negedge rst_n) begin
		if (~rst_n)begin
			count<=0;
			clk_out=0;
			end
		else begin
			data <= data + 20'd1;
			if(count==20'd99)begin
				clk_out<=(~clk_out);
				count=0;
			end
			else
				count<=count+1;
		end
	end
endmodule
`timescale 1ns/1ps
module TwoMHz_tb;
reg t_clk,t_rst_n;
TwoMHz U1(.data(t_data),.count(t_count),.clk(t_clk),.rst_n(t_rst_n),.clk_out(t_clk_out));
initial begin
#0 t_rst_n=1;
#10 t_rst_n=0;
#5 t_rst_n=1;
end
always begin
#0 t_clk=1'b0;
#10 t_clk=1'b1;
#10;
end
endmodule
```
==> tab_implementation.tex <==
% Auto-generated results table
\begin{tabular}{lr}
\hline
Metric & Value \\
\hline
\multicolumn{2}{l}{\textbf{Timing}} \\
PnR worst setup slack & 1.84 ns \\
Clock period minus worst slack & 2.06 ns \\
Total count of max-transition violations in the final report & 0 \\
Worst hold slack & 0.491 ns \\
Relative slew slack & 60.1\% \\
Setup violations, final & 0 \\
Pin slew with the least headroom to its limit & 0.599 ns \\
RSZ-0062 raised after global routing & no \\
Maximum clock frequency & 484 MHz \\
Final Hold Viols & 0 \\
Tcrit/Tclk final & 52.9\% \\
Post-route setup TNS & 0 ns \\
Worst-case clock skew & 0.00821 ns \\
\multicolumn{2}{l}{\textbf{GRT}} \\
All-Layer GR Usage & 15.7\% \\
Met3 Usage GRT & 3.76\% \\
GRT met2 Usage & 23.6\% \\
Initial antenna violation count & 0 \\
Global route total overflow & 0 \\
Met1 layer usage reported by global route & 25.5\% \\
Most used routing layer in global routing & met1 \\
Wire length of the first global-routing pass & 6130 um \\
Pin count of the biggest net entering global routing & 28 \\
Via count of the first global-routing pass & 1,267 \\
\multicolumn{2}{l}{\textbf{Clocking}} \\
PostCTS Resize Cnt & 0 \\
Hold buffers post-CTS & 0 \\
Root buffer cell & clkbuf\_8 \\
Number of clock buffers inserted by TritonCTS & 5 \\
Sink Count & 41 \\
Clock slew seen by the registers of the worst setup and hold paths & 0.08 ns \\
H-tree depth reported by CTS & 2 \\
Insertion Delay late pin & 0.29 ns \\
Clk buf depth & 2 \\
TritonCTS clock tree & done \\
Post-CTS Setup Inserts & 0 \\
\multicolumn{2}{l}{\textbf{Worst setup path}} \\
Worst path max stage delay & 0.52 ns \\
Crit path launch type & flip-flop \\
Worst setup path category & flip-flop to output port \\
Nature of the critical path endpoint & output port \\
Chain of cells forming the critical path & clkdlybuf4s50\_1 \\
Count of buffering cells on the critical path with inverters included & 1 \\
Endpoint arrival time on the critical path & 1.28 ns \\
Cell class contributing the biggest share of worst-path delay & buffers and inverters \\
Req. time, crit path & 3.12 ns \\
Peak fanout along the critical path & 8 \\
Critical Path Slowest Stage Cell & clkdlybuf4s50\_1 \\
\multicolumn{2}{l}{\textbf{Yosys}} \\
Synthesized instance count & 156 \\
Unique masters post-synth & 24 \\
Leading area contributor after synthesis & edfxtp\_1 \\
Chip Area, Yosys & 1900 um2 \\
Top area contributor share & 31.7\% \\
Mean area per synthesized cell & 12.2 um2 \\
Synth warn & 1 \\
Cells taking the most area after synthesis & edfxtp\_1, dfrtp\_1, xnor2\_1 \\
Registers, synthesis & 41 \\
Synth Seq Share & 59.4\% \\
Cell area after synthesis & 1900 um2 \\
Number of cells in the yosys synthesis report & 156 \\
\multicolumn{2}{l}{\textbf{Place}} \\
Number of input and output port buffers inserted & 42 \\
DP Wirelength & 2500 um \\
Placed Instance Area & 2370 um2 \\
Gpl congestion & 0.786 \\
Minimum setup slack after placement & 1.94 ns \\
\multicolumn{2}{l}{\textbf{Power}} \\
Logic gate share of total power & 6.5\% \\
Net switching share of the total power & 21.7\% \\
Worst-case vdd ir drop & 0.208 mV \\
Share of total power in the clock network & 32.4\% \\
Pwr dens & 328 nW/um2 \\
Portion of total power attributed to sequential cells & 61.1\% \\
Pint & 0.000631 W \\
Static leakage & 0.924 nW \\
P\_sw & 0.000175 W \\
\multicolumn{2}{l}{\textbf{Drt}} \\
Via/cell ratio & 5.10 \\
Antenna diode count & 0 \\
Drc violations & 0 \\
Total number of vias & 1,315 \\
Wire length after detailed routing & 3560 um \\
Number of design-rule violations left by the first detailed-router iteration & 47 \\
Average wire per standard cell & 13.8 um \\
Remaining antenna violation count & 0 \\
Detailed-router iteration count before antenna repair & 6 \\
\multicolumn{2}{l}{\textbf{Finish}} \\
Share of the core filled with cells & 55.2\% \\
Share of cells above drive strength 1 & 5.83\% \\
Most common logic cell in the routed design & clkdlybuf4s50\_1 \\
Filler instances & 376 \\
Area added between synthesis and finish & 29.5\% \\
Most used cells in the layout excluding fill and tap cells & clkdlybuf4s50\_1, xnor2\_1, dfrtp\_1 \\
Post-route cell area & 2450 um2 \\
\multicolumn{2}{l}{\textbf{Floorplan}} \\
Number of core rows & 24 \\
Initial core utilization & 42.7\% \\
Die X-Extent & 70.8 um \\
Chip area & 5020 um2 \\
Chip Height & 70.8 um \\
Number of I/O pins & 43 \\
Core footprint & 4440 um2 \\
\multicolumn{2}{l}{\textbf{Min path}} \\
Worst hold path class & input port to asynchronous set/reset pin \\
\multicolumn{2}{l}{\textbf{Job}} \\
Total number of warnings across the stage logs & 25 \\
Total of max-cap violations & 0 \\
\multicolumn{2}{l}{\textbf{Status}} \\
Result of the run & finished, final reports clean \\
\hline
\end{tabular}
-- synth_stat cells (all sizes together) --
master	instances
xnor2	28
dfrtp	21
edfxtp	20
nand3	17
nand2	15
nor2	9
xor2	8
nand4	7
nor4	6
nor3	5
and4	4
inv	4
and3	2
ha	2
or3	2
a21oi	1
and2	1
buf	1
nor2b	1
o21ai	1
or4b	1
-- cells by family (layout without fill, tap and decap cells) --
| logic type | Yosys count | in the layout | share of synthesized area, % |
|---|---|---|---|
| and+or+nand+nor | 70 | 70 | 20.3 |
| xor gates and xnor gates | 36 | 36 | 17.0 |
| buffers and inverters | 5 | 55 | 1.39 |
| DFF | 41 | 41 | 59.4 |
| AOI/OAI and AO/OA | 2 | 2 | 0.528 |
| adders and majority gates | 2 | 2 | 1.32 |
-- final cells by class --
class / instances / area, um2 / area share, %
Sequential cell: 41 / 1130 / 45.9
Multi-Input combinational cell: 110 / 743 / 30.3
Timing Repair Buffer: 43 / 423 / 17.2
Clock buffer: 6 / 72.6 / 2.96
Tap cell: 52 / 65.1 / 2.65
Inverter: 4 / 15.0 / 0.612
Clock inverter: 2 / 10.0 / 0.408
-- per-layer routing --
metal / share of wire, % / up-vias
li1: - / 652
met4: 1.5 / 0
met3: 4.6 / 6
met5: 0 / -
met2: 46 / 36
met1: 48 / 621
-- power groups by stage --
stage | registers (W) | clock network (W) | logic (W)
final | 0.000493 | 0.000261 | 0.0000521
after CTS | 0.000493 | 0.000268 | 0.0000533
after global routing | 0.000496 | 0.000286 | 0.0000586
-- metrics by stage --
step	total power, W	cells
floorplan	0.000513	156
global placement	0.000554	250
detailed placement	0.000555	250
CTS	0.000814	258
global route	0.000841	258
finish	0.000806	258
-- sequential cells by signal, summed over array words and instances (netlist names) --
name and cells:
clk_out 1, count 20, data 20
-- final timing paths --
check	cells past startpoint	slack (ns)	end	startpoint
setup reg to reg	5	2.00	clk_out	count[0]
min in group clk0	1	0.51	count[19]	count[19]
hold / removal	1	0.49	count[15]	rst_n
setup / recovery	1	1.84	count[8]	count[8]
hold reg to reg	1	0.51	count[19]	count[19]
max in group asynchronous	2	2.78	count[2]	rst_n
Power figures rest on the tool's default switching activity, not on a simulated workload.
