<file path="/design/flow/design.v">
module TrafficLights(clk,rst_n,clk_out,count,y,cnt,curr_state,data);
input clk,rst_n;
output reg clk_out;
output reg [24:0]count;
output reg [5:0]y;
output reg [7:0]cnt;
output reg [2:0]curr_state;
output reg [24:0]data;
parameter A= 3'b000;
parameter B= 3'b001;
parameter C= 3'b010;
parameter D= 3'b011;
parameter E= 3'b100;
parameter F= 3'b101;
always @(posedge clk or negedge rst_n) begin
	if (~rst_n)begin
		count<=0;
		clk_out=0;
		end
	else begin
		data = data + 25'd1;
		if(count==25'd24999999)begin
			clk_out<=(~clk_out);	
			count=0;
		end
		else
			count<=count+1;
	end
end
always@(posedge clk_out or negedge rst_n) begin
	if(~rst_n)
		cnt<=0;
	else
		cnt<=cnt+1;
end
always@(posedge clk_out) begin
	if(~rst_n)
		count<=A;
	else begin
		case(curr_state)
			A: 
				if(cnt<5)
					curr_state<=A;
				else
					curr_state<=B;
			B:
				if(cnt<=125)
					curr_state<=B;
				else
					curr_state<=C;
			C: 
				if(cnt<=130)
					curr_state<=C;
				else
					curr_state<=D;
			D:
				if(cnt<=132)
					curr_state<=D;
				else
					curr_state<=E;
			E:
				if(cnt<=162)
					curr_state<=E;
				else
					curr_state<=F;
			F:
				if(cnt<=167)
					curr_state<=F;
				else
					curr_state<=A;
			default: curr_state<=A;
		endcase
	end
end
always@(posedge clk_out) begin
	case(curr_state)
		A: 
			y<=6'd36;
		B: 
			y<=6'd12;
		C: 
			y<=6'd20;
		D: 
			y<=6'd34;
		E: 
			y<=6'd33;
		F: 
			y<=6'd34;
	endcase
end
endmodule
</file>
<file path="/design/flow/run.sh">
#!/bin/bash
# OpenROAD 26Q1-2900-gdf79404cd8, Yosys 0.63+post, stock flow scripts
make -C /OpenROAD-flow-scripts/flow DESIGN_CONFIG=/design/flow/config.mk WORK_HOME=/design/flow/orfs finish
</file>
<file path="/design/flow/config.mk">
export PLATFORM = sky130hd
export DESIGN_NAME = TrafficLights
export DESIGN_NICKNAME = TrafficLights
export VERILOG_FILES = /design/flow/design.v
export SDC_FILE = /design/flow/constraint.sdc
export NUM_CORES = 4
export LEC_CHECK = 1
export CORE_AREA = 10 10 92 92
export DIE_AREA = 0 0 102 102
</file>
<file path="/design/flow/constraint.sdc">
current_design TrafficLights

set clk_period 6.1
set clk_io_pct 0.2

create_clock -name clk0 -period $clk_period [get_ports {clk}]

set non_clock_inputs [all_inputs -no_clocks]
set_input_delay [expr $clk_period * $clk_io_pct] -clock clk0 $non_clock_inputs
set_output_delay [expr $clk_period * $clk_io_pct] -clock clk0 [all_outputs]
</file>
==> reports/writeup.txt <==
The type of the setup path with the least slack is reg2out. Sum of buffers and inverters on the critical path: 1. For the maximum level of the CTS H-tree, the log shows 1.

The library cells used most frequently in the layout, excluding fill and tap cells, are sky130_fd_sc_hd__conb_1 (43), sky130_fd_sc_hd__clkdlybuf4s50_1 (26), sky130_fd_sc_hd__edfxtp_1 (25). The worst setup path is captured at an output pin. Looking at area per cell type in the netlist, the leader is sky130_fd_sc_hd__edfxtp_1. The count of instantiated cells in the yosys netlist was 129; the number of register bits inferred by synthesis was 25. The proportion of netlist area held by the largest area contributor was 48.2%. Per the detail_route report, DRC violations left total 0.

The detailed router reported a total wirelength of 3010 microns. Launch point of the worst path: data[10]. After layout, the setup clock skew is reported as 0.00236 ns. Global routing finished with a remaining overflow of 0. On the worst path, the slowest cell contributes a delay of 0.54 ns. The count of antenna-violating nets left after detailed routing is 0.

The number of logged tool warnings came out at 25. The family with the most delay on the worst path was buffers and inverters. After clock tree synthesis, the clock-pin slew on the worst setup and hold paths is 0.08 ns. The synthesis report lists the Yosys warning total as 51. The run gives 354 microns for the met3 wire length.

The number of antenna diodes in the final layout is 0. For the worst setup path, the data arrival time is 1.30 ns. The sequential element share of the synthesized area came out at 48.2%.

Timing would allow up to 396 MHz. Share of post-route cells with drive strength above 1: 6.29%. The worst setup path is launched from a flop. Input and output buffers added on the ports amount to 26.

The floorplan step set the die width to 102 microns. In the global route stage, overall resource usage came out at 5.24%. Before placement the cells fill 24.1% of the core. The hold-fix buffer count after cts was 0. With the clock latency at the later pin of the worst-skew pair at 0.26 ns, the per-cell via count in the routed design is 3.65. The post-detailed-placement half-perimeter wirelength is 2380 microns. The overall die size recorded for this design is 10400 sq um. Setup repair after global routing left no endpoint under its margin. Routed signal wires occupy layers up through met4. The most frequently placed logic cell in the final layout is sky130_fd_sc_hd__conb_1. The hold-critical path depth is 1.

CTS placed an instance of sky130_fd_sc_hd__clkbuf_8 at the clock tree root. The run gives 896 for the via count of the first global-routing pass. For this run, the detailed router's first-pass iteration total came to 3. On the final layout, the worst hold slack is 0.589 ns. The report shows a maximum critical-path fanout of 6. Looking at the VDD voltage map, the peak drop is 0.0625 mV. The tools report the terminus of the critical flop-to-flop path as data[18]. Per the STA report, the cell with the highest stage delay on the worst path is sky130_fd_sc_hd__clkdlybuf4s50_1.

The worst reg2reg path depth is 5. Sorting the synthesized cells by area gives the leading types as sky130_fd_sc_hd__edfxtp_1 (48%), sky130_fd_sc_hd__buf_4 (21%), sky130_fd_sc_hd__xnor2_1 (8.4%). The clock drives 25 sinks. The routed design uses 1240 microns of met2 wire. From bottom edge to top edge, the die measures 102 microns. 70 I/O pins were placed.

After detailed routing, the average wire length per cell comes to 12.8 microns. The post-route met1 wirelength came out at 1350 microns. Entering global routing, the biggest net connects 26 pins. The logs give 3 for the CTS buffer count and 0 for the number of failing setup endpoints in the final timing report.

Once iteration 0 of detailed routing completed, the report listed 38 DRC markers. The mean instance size in the synthesized netlist came out at 12.1 sq um. The worst-case reg-to-reg setup slack stands at 4.36 ns.

The cell sequence reported for the critical path is clkdlybuf4s50_1. Hold analysis lists the worst path endpoint as data[24]. Flip-flop count of the largest register, all copies and words added: 25.

The floorplan has 29 rows. After floorplanning, the core was sized to cover 6460 sq um. Synthesis produced a netlist whose cell count is 129. The tools report the post-synthesis instance area as 1560 sq um.

The tools report the final weighted congestion in routability-driven placement as 0.781. The flow ran to the end, and the final reports show no timing, DRC or antenna violations. The ratio of final minimum period to clock period is 41.4%.

Note that the worst hold path type here is reg2reg. Power spread over the standard cell area amounts to 197 nW/um^2. Per the hold report, the tightest min-delay path originates at data[24]. The worst register-to-register path begins at data[0].

With the number of antenna violations at the first check in global routing at 0, the overall via count from detail_route is 861. The post-CTS setup repair buffer count came out at 0. The total of max-cap violations was 0.

TritonCTS built the clock tree. Counting endpoints that fail hold in the final report gives 0. The final critical delay including setup and external delays is 2.52 ns, and the leakage component of the power is 0.700 nW.

The tools report the yosys stat chip area as 1560 sq um. First-pass GRT wire length: 4470 microns. The run gives 0 ns as the setup TNS. The required arrival time at the worst endpoint came out at 4.88 ns. With the layout overhead on the synthesized area at 15.7%, the count of cell types in the netlist is 17. Per the final report, max-transition violations number 0. Post-CTS repair changed the size of 0 cells. In this run the deepest clock path goes through 2 buffers.
logic make-up after synthesis:
kind of cell | count (synthesis) | share of synthesized area, %
fa+ha+maj | 1 | 0.803
other cells | 1 | 0.241
simple gates | 34 | 16.6
xor+xnor | 23 | 12.9
buf+inv | 45 | 21.2
flops | 25 | 48.2
Yosys cell counts (all sizes together):
library cell and number:
and3 6, and4 2, buf 43, conb 1, edfxtp 25, ha 1, inv 2, nand2 4
nand3 10, nand4 6, nor2 4, nor4 2, xnor2 15, xor2 8
per-layer routing:
layer,global-route usage (%),up-vias
met2,7.70,47
li1,-,420
met5,0,-
met4,0.976,0
met1,6.91,389
met3,2.66,5
power by group:
| part | switching, W | internal, W | total (W) |
|---|---|---|---|
| Sequential | 0.0000162 | 0.000204 | 0.000220 |
| Combinational | 0.0000141 | 0.0000265 | 0.0000407 |
| Clock | 0.0000481 | 0.0000466 | 0.0000948 |
| Total | 0.0000785 | 0.000277 | 0.000356 |
how the worst max path moves through the flow:
stage,to,depth (start not counted)
finish,data[10],1
global route,data[5],1
CTS,data[10],1
area by class of cell:
cell class | count | area, sq um
Inverter | 2 | 7.51
Sequential cell | 25 | 751
Clock buffer | 4 | 45.0
Fill cell | 669 | 4660
Multi-Input combinational cell | 101 | 634
Timing Repair Buffer | 27 | 268
Tap cell | 77 | 96.3
worst reg2reg max path, stage by stage, from the launching register on:
cell and delay, ns:
sky130_fd_sc_hd__edfxtp_1 0.43, sky130_fd_sc_hd__ha_1 0.23, sky130_fd_sc_hd__nand3_1 0.14, sky130_fd_sc_hd__nor4_4 0.40, sky130_fd_sc_hd__nand4_1 0.16, sky130_fd_sc_hd__xnor2_1 0.14
through the flow:
step / setup WS, ns / utilization, % / instance area [sq um] / instances / total power [W]
2_1_floorplan: 4.44 / - / 1720 / 171 / 0.000252
3_3_place_gp: 3.75 / 27.2 / 1760 / 232 / 0.000267
3_5_place_dp: 3.76 / 27.2 / 1760 / 232 / 0.000267
4_1_cts: 3.57 / 27.9 / 1800 / 236 / 0.000363
5_1_grt: 3.50 / 27.9 / 1800 / 236 / 0.000375
6_report: 3.58 / 27.9 / 1800 / 236 / 0.000356
Power is estimated from default activity; no workload was simulated.
